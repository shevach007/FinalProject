==> ./design.v <==
module Decoder #(parameter N_of_numbers = 8, N_of_bits = 5) (
    input wire [N_of_bits*N_of_numbers-1:0] numbers_flat,  
    input wire en,                                         
    output wire [N_of_numbers*(2**N_of_bits)-1:0] y        
);
    wire [N_of_bits-1:0] numbers [N_of_numbers-1:0];
    genvar j;
    generate
        for (j = 0; j < N_of_numbers; j = j + 1) begin : row
            assign numbers[j] = numbers_flat[j*N_of_bits +: N_of_bits];
        end
    endgenerate
    localparam total_rows = N_of_numbers*(2**N_of_bits);
    reg [N_of_bits+$clog2(N_of_numbers)-1:0] sum;  
	integer i;
    always @* begin
        sum = 0;  
        if (en) begin
            for (i = 0; i < N_of_numbers; i = i + 1) begin
                sum = sum + numbers[i];
            end
        end
    end
    assign y = en ? (1 << sum) : 0;
endmodule
==> ./run.sh <==
#!/bin/bash
# OpenROAD 26Q1-2900-gdf79404cd8, Yosys 0.63+post, stock flow scripts
make -C /OpenROAD-flow-scripts/flow DESIGN_CONFIG=/design/flow/config.mk WORK_HOME=/design/flow/orfs finish
==> ./config.mk <==
export PLATFORM = sky130hd
export DESIGN_NAME = Decoder
export DESIGN_NICKNAME = Decoder
export VERILOG_FILES = /design/flow/design.v
export SDC_FILE = /design/flow/constraint.sdc
export NUM_CORES = 4
export LEC_CHECK = 1
export CORE_AREA = 10 10 142 142
export DIE_AREA = 0 0 152 152
==> ./constraint.sdc <==
current_design Decoder

set clk_period 29.8
set clk_io_pct 0.2

create_clock -name clk0 -period $clk_period

set non_clock_inputs [all_inputs -no_clocks]
set_input_delay [expr $clk_period * $clk_io_pct] -clock clk0 $non_clock_inputs
set_output_delay [expr $clk_period * $clk_io_pct] -clock clk0 [all_outputs]
==> impl_metrics.json <==
{
  "top_cells_by_area": "sky130_fd_sc_hd__fa_1, sky130_fd_sc_hd__nor3_1, sky130_fd_sc_hd__a211oi_2",
  "power_density_mw_per_mm2": 96.4,
  "drt_drc": 0,
  "grt_util_all_layers": 0.161,
  "critPathMaxStageDelay_ps": 680,
  "dr.pass1.iters": 4,
  "drtIter0Drc": 255,
  "power.static_leakage_nw": 1.85,
  "total_of_cells_resized_after_clock_tree_synthesis": 0,
  "critical_path_cell_with_the_highest_stage_delay": "sky130_fd_sc_hd__fa_1",
  "finalCritPeriodShare": 0.591,
  "min_period_ps": 17610,
  "ir_drop_v": 0.0000999,
  "crit_path_max_fanout": 13,
  "pin_count_of_the_biggest_net_entering_global_routing": 65,
  "initial_antenna_violation_count": 0,
  "grt_first_pass_wirelength_mm": 30.0,
  "finalHoldViolCount": 0,
  "timing.critical_path.from": "numbers_flat[17]",
  "largest_delay_share_family_worst_path": "adder cells",
  "yosys.area.top_type": "sky130_fd_sc_hd__fa_1",
  "chipHeight_um": 152,
  "tightestPinTransition_ps": 927,
  "layout-drive-gt1-share": 0.0890,
  "drv_slew": 0,
  "postCtsSetupBuffers": 0,
  "yosys.cell_types.count": 45,
  "warning_count": 32,
  "flop_count": 0,
  "yosys_warnings": 1,
  "core_util_floorplan": 0.199,
  "crit_path_start_kind": "input pin",
  "synth.yosys.num_cells": 512,
  "place_inst": 978,
  "placeableCoreArea_mm2": 0.0172,
  "route.detailed.wl_per_inst_um": 20.4,
  "crit_chain": "clkdlybuf4s50_1, fa_1, inv_1, fa_1, fa_1, inv_1, fa_1, ha_1, inv_1, fa_1, nor2_1, nand2b_1, a2111o_1, nor3_2, clkdlybuf4s50_1",
  "die-area_mm2": 0.0231,
  "place.detailed.hpwl_mm": 15.3,
  "mappedNetlistArea_mm2": 0.00342,
  "crit_path_required_time_ps": 23840,
  "postSynthAreaPerCell_um2": 6.69,
  "port_buffers": 297,
  "min_path_type": "input pin to output port",
  "num-clock-buffers": 0,
  "setup-tns-final_ps": 0,
  "holdCritStartpoint": "en",
  "holdBufCountCts": 0,
  "ant_nets": 0,
  "number_of_cells_on_the_worst_hold_path": 4,
  "route.final.wire_length_mm": 20.0,
  "area.sequential_um2": 0,
  "first_global_vias": 4651,
  "max_cap_violations": 0,
  "area_growth_from_synthesis_to_layout_pct": 88.7,
  "detailroute.via_count": 4768,
  "fp.dieW_um": 152,
  "holdWs_ps": 13270,
  "setup-violations-final": 0,
  "gp_congestion": 0.822,
  "final_core_util": 0.376,
  "worst_path_most_repeated_cell": "sky130_fd_sc_hd__fa_1",
  "ws_path_type": "input pin to output port",
  "syn_inst": 512,
  "run_status": "complete, no violations",
  "seq_area_frac_synth": 0,
  "fmax_mhz": 56.8,
  "min_delay_worst_endpoint": "y[64]",
  "top_area_frac": 0.170,
  "ys_chip_area_mm2": 0.00342,
  "dp_slack_ps": 12140,
  "fillCellCount": 1787,
  "antenna_cells_inserted": 0,
  "pin_count": 297,
  "globalRoute.totalOverflow": 0,
  "num_rows": 48,
  "cp_data_arrival_time_ps": 11650,
  "rsz0062_at_grt": "no",
  "final.setup.worst_slack_ps": 12190,
  "worst_setup_path_end_kind": "output port",
  "via_per_inst": 4.88,
  "fin_cells": 978,
  "timing.max_slew.rel_slack": 0.382,
  "path_buffers": 5
}
## layer usage
metal / up-vias / share of wire / GRT usage
li1: 2289 / - / -
met1: 2247 / 0.44 / 0.214
met2: 222 / 0.47 / 0.263
met3: 10 / 0.088 / 0.0515
met4: 0 / 0.0069 / 0.0110
met5: - / 0 / 0
## layout make-up
type | instances | area, µm² | share of cell area
Multi-Input combinational cell | 399 | 2950 | 0.457
Timing Repair Buffer | 308 | 3060 | 0.473
Inverter | 46 | 173 | 0.0267
Tap cell | 225 | 282 | 0.0436
## logic make-up (layout without fill, tap and decap cells)
family,after synthesis,count (layout),share of synthesized area
AND-OR/OR-AND,107,107,0.263
XOR/XNOR,2,2,0.00512
adder cells (fa/ha/maj),37,37,0.199
buffers and inverters,113,354,0.146
multiplexers,1,1,0.00329
AND/OR/NAND/NOR,252,252,0.384
## power by group
group	switching [mW]	internal, mW	leakage, nW
Combinational	0.488	0.135	1.85
Clock	0	0	0
Sequential	0	0	0
Total	0.488	0.135	1.85
## tightest hold or removal path, stage by stage
cell and delay [ps]:
sky130_fd_sc_hd__clkdlybuf4s50_1 630, sky130_fd_sc_hd__a31o_2 240, sky130_fd_sc_hd__nor2_1 40, sky130_fd_sc_hd__clkdlybuf4s50_1 430
## cells in the mapped netlist (all sizes together), types with 11 or more instances
cell and n:
nor4 32, a21oi 34, nor2 83, fa 29
clkbuf 25, nand3 11, nand2 13, a211oi 33
o211ai 14, buf 42, nor3 98, inv 46
## worst max-delay path by stage
stage,to,slack (ps),cells after the start
CTS,y[137],12140,15
global route,y[137],11930,15
finish,y[137],12190,15
## per-stage QoR
stage                     total power [mW]  instance area, µm²
after global placement               0.628                6460
after floorplan                      0.481                3420
after global routing                 0.682                6460
after CTS                            0.628                6460
final                                0.623                6460
after detailed placement             0.626                6460
## cell usage in the layout (no fill, tap or decap), drive strengths merged
cell / instances
a31o: 1
o211ai: 14
a2111o: 1
inv: 46
nand3b: 2
nor4: 32
clkdlybuf4s50: 297
a211o: 8
a21o: 3
or3b: 1
xor2: 1
mux2: 1
nor2b: 2
nor2: 83
o21a: 3
nor3: 98
o32ai: 1
nand3: 11
o2111ai: 2
o21ai: 4
and3: 1
a2111oi: 1
nand4: 1
nand2b: 5
a211oi: 33
nand2: 13
buf: 11
a21oi: 34
and2: 1
a31oi: 2
xnor2: 1
fa: 29
or2: 2
ha: 8
No activity file was given, so power comes from the tool's default toggle rates.
